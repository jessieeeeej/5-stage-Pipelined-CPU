### flow/design.v
module MEM_WB( clk, rst, WB, RD, pc, ADDR, rd_rt, WB_Reg, RD_Reg, pc_Reg, ALU_Reg, rd_rt_Reg );
	input clk, rst;
	input [2:0] WB;
	input [4:0] rd_rt ;
	input [31:0] RD, pc, ADDR;
	output reg [2:0] WB_Reg;
	output reg [31:0] RD_Reg, pc_Reg, ALU_Reg;
	output reg [4:0] rd_rt_Reg;
	always@( posedge clk )
	begin
		if ( rst )
		begin
			WB_Reg <= 0;
			RD_Reg <= 0;
			pc_Reg <= 0;
			ALU_Reg <= 0;
			rd_rt_Reg <= 0;
		end
		else
		begin
			WB_Reg <= WB;
			RD_Reg <= RD;
			pc_Reg <= pc;
			ALU_Reg <= ADDR;
			rd_rt_Reg <= rd_rt ;		
		end
	end
endmodule
### flow/run.sh
#!/bin/bash
# OpenROAD 26Q1-2900-gdf79404cd8, Yosys 0.63+post, stock flow scripts
make -C /OpenROAD-flow-scripts/flow DESIGN_CONFIG=/design/flow/config.mk WORK_HOME=/design/flow/orfs finish
### flow/config.mk
export PLATFORM = sky130hd
export DESIGN_NAME = MEM_WB
export DESIGN_NICKNAME = MEM_WB
export VERILOG_FILES = /design/flow/design.v
export SDC_FILE = /design/flow/constraint.sdc
export NUM_CORES = 4
export LEC_CHECK = 1
export CORE_UTILIZATION = 40
### flow/constraint.sdc
current_design MEM_WB

set clk_period 1.0
set clk_io_pct 0.2

create_clock -name clk0 -period $clk_period [get_ports {clk}]

set non_clock_inputs [all_inputs -no_clocks]
set_input_delay [expr $clk_period * $clk_io_pct] -clock clk0 $non_clock_inputs
set_output_delay [expr $clk_period * $clk_io_pct] -clock clk0 [all_outputs]
==> flow_metrics.env <==
# flow metrics
export IMPL_pwr_share_comb=0.106
export IMPL_run_status="finished, final reports clean"
export IMPL_cp_num_buf_inv=1
export IMPL_detail_route_wirelength_mm=6.849
export IMPL_design_core_area_mm2=0.006794
export IMPL_critical_path_peak_fanout=1
export IMPL_cp_top_family="flip-flops"
export IMPL_slowest_stage="sky130_fd_sc_hd__dfxtp_2"
export IMPL_power_share_sequential=0.588
export IMPL_yosys_cell_types_count=4
export IMPL_number_of_register_bits_inferred_by_synthesis=104
export IMPL_wirelength_met1_mm=2.525
export IMPL_layout_area_overhead_vs_synth_pct=66.15
export IMPL_cp_cell_sequence="buf_6"
export IMPL_yosysChipArea_mm2=0.002805
export IMPL_grt_antenna_before_repair=0
export IMPL_criticalPathCategory="reg -> out"
export IMPL_clock_power_share=0.305
export IMPL_grt_pass1_vias=1970
export IMPL_insertedDiodeCount=0
export IMPL_drv_max_cap_violation_count=0
export IMPL_grt_overflow=0
export IMPL_track_usage=0.1940
export IMPL_post_cts_hold_fix_bufs=0
export IMPL_cts_clk_slew_worst_paths_ns=0.09
export IMPL_cp_slowest_stage_delay_ns=0.33
export IMPL_grt_pass1_wl_mm=10.39
export IMPL_cts_sink_count=104
export IMPL_crit_required_ns=0.80
export IMPL_net_sw_frac=0.2062
export IMPL_timing_hold_violations_final=0
export IMPL_post_synth_instance_area_mm2=0.002805
export IMPL_drt_vias_per_instance=4.015
export IMPL_firstDrtPassIters=4
export IMPL_dp_final_hpwl_mm=5.208
export IMPL_dr_total_vias=2144
export IMPL_max_freq_ghz=1.016
export IMPL_post_route_min_period_ns=0.9844
export IMPL_ys_cells=219
export IMPL_dr_max_layer_used="met4"
export IMPL_start_kind="flip-flop"
export IMPL_max_slew_worst_pin_slew_ns=0.2249
export IMPL_maximum_number_of_pins_on_one_net_before_global_route_repair=37
export IMPL_design_die_area_mm2=0.007352
export IMPL_remaining_drc_errors=0
export IMPL_log_warning_count=28
export IMPL_num_io_pins=210
export IMPL_cp_arrival_ns=0.78
export IMPL_finalSetupViolCount=0
export IMPL_postSynthAreaPerCell_um2=12.81
export IMPL_globalplace_congestion=0.7924
export IMPL_cts_made_buffers=9
export IMPL_layout_drive_gt1_share=0.2968
export IMPL_layoutNonFillerInstCount=534
export IMPL_ir_drop_mv=1.431
export IMPL_power_internal_mw=5.945
export IMPL_timing_critical_path_depth=1
export IMPL_placementRows=30
export IMPL_route_met2_wl_mm=3.252
export IMPL_cts_root_to_sink_buffers=2
export IMPL_worst_setup_path_end_kind="primary output"
export IMPL_cts_max_level=3
export IMPL_die_x_um=85.75
export IMPL_die_h_um=85.75
export IMPL_cts_tree="done"
export IMPL_worst_hold_path_num_cells=2
export IMPL_met3RoutedLength_um=918
export IMPL_maxSlewViolCount=0
export IMPL_placed_cells=518
export IMPL_clock_root_buffer="sky130_fd_sc_hd__clkbuf_8"
export IMPL_timing_final_crit_share=0.9844
export IMPL_leakage_nw=2.108
export IMPL_switchingPower_mw=1.545
export IMPL_totalPowerFinal_mw=7.490
export IMPL_syn_inst=219
export IMPL_portBuffers=209
export IMPL_power_density_over_the_cells_mw_per_mm2=1607
export IMPL_rsz_0062_raised_after_global_routing="yes"
export IMPL_timing_hold_worst_class="in -> reg"
export IMPL_postRouteAntennaNets=0
export IMPL_yosys_stat_seqShare=0.7422
export IMPL_critPathLaunch="pc_Reg[0]"
export IMPL_dr_first_iter_drc_count=33
export IMPL_timing_max_slew_rel_slack=0.8500
export IMPL_fp_util=0.4129
export IMPL_end_point_of_the_critical_path="pc_Reg[0]"
export IMPL_ys_warn_count=1
export IMPL_wl_per_cell_um=12.83
==> power groups by stage <==
stage / sequential [mW] / combinational, mW / clock [mW]
6_report: 4.40 / 0.797 / 2.29
4_1_cts: 4.41 / 0.811 / 2.38
5_1_grt: 4.43 / 0.880 / 2.56
==> worst min-delay path by stage <==
stage     startpoint     endpoint
5_1_grt          rst  ALU_Reg[25]
6_report         rst    pc_Reg[0]
4_1_cts          rst  ALU_Reg[25]
==> metrics by stage <==
| stage | utilization | hold WS, ns | TNS [ns] | area [um^2] | worst slack [ns] |
|---|---|---|---|---|---|
| 6_report | 0.6860 | 0.1463 | 0 | 4661 | 0.01563 |
| 5_1_grt | 0.6860 | 0.1356 | -0.5313 | 4661 | -0.03016 |
| 4_1_cts | 0.6847 | 0.1380 | -0.01665 | 4652 | -0.01228 |
| 3_5_place_dp | 0.7348 | 0.5312 | -0.02855 | 4992 | -0.01545 |
| 3_3_place_gp | 0.7348 | 0.5211 | -0.03389 | 4992 | -0.01955 |
| 2_1_floorplan | - | 0.3282 | 0 | 2805 | 0.3519 |
==> synthesized netlist by cell type <==
cell type                 number  area share
sky130_fd_sc_hd__buf_4         7       0.019
sky130_fd_sc_hd__buf_2         4      0.0071
sky130_fd_sc_hd__dfxtp_1     104        0.74
sky130_fd_sc_hd__nor2b_1     104        0.23
==> flip-flops by register name (all words and copies together) (netlist names) <==
signal and count:
rd_rt_Reg 5, pc_Reg 32, ALU_Reg 32, RD_Reg 32
WB_Reg 3
==> cells in the final DEF (no fill, tap or decap) <==
master / instances
sky130_fd_sc_hd__buf_6: 1
sky130_fd_sc_hd__buf_4: 5
sky130_fd_sc_hd__clkbuf_8: 10
sky130_fd_sc_hd__buf_12: 1
sky130_fd_sc_hd__clkinvlp_4: 4
sky130_fd_sc_hd__dfxtp_2: 6
sky130_fd_sc_hd__clkdlybuf4s50_1: 104
sky130_fd_sc_hd__dfxtp_1: 98
sky130_fd_sc_hd__clkbuf_1: 2
sky130_fd_sc_hd__buf_2: 103
sky130_fd_sc_hd__nor2b_1: 104
==> area by class of cell <==
class	instances	area (um^2)
Fill cell	510	2133
Sequential cell	104	2090
Timing Repair Buffer	214	1625
Multi-Input combinational cell	104	650.6
Clock buffer	12	145.1
Tap cell	96	120.1
Clock inverter	4	30.03
==> cell families (layout without fill, tap and decap cells) <==
logic type    Yosys count  after routing  synth area share
buf+inv                11            230           0.02587
flops                 104            104            0.7422
simple gates          104            104            0.2319
==> metal layers <==
layer / GRT usage / up-vias
li1: - / 1080
met1: 0.2378 / 920
met2: 0.3200 / 133
met3: 0.09668 / 11
met4: 0.03485 / 0
met5: 0 / -
==> what timing repair did <==
action,in CTS,in global routing
pin swaps,0,0
buffers inserted,0,0
setup endpoints to repair,104,63
gates cloned,0,0
gates resized,323,3
Power is estimated from default activity; no workload was simulated.
