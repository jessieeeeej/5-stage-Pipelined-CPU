**design.v**
```verilog
module ID_EX( clk, rst, WB, M, EX, pc, RD1, RD2, immed_in, rt, rd, total, jump_addr, funct,extend_SHT, WB_Reg, MEM_Reg, EX_Reg, pc_Reg, RD1_Reg, RD2_Reg, immed_in_Reg, rt_Reg, rd_Reg, total_Reg, jump_addr_Reg, funct_Reg,extend_SHT_Reg );
	input clk, rst;
	input [2:0] WB;
	input [3:0] M;
	input [3:0] EX;
	input [4:0] rt, rd, extend_SHT;
	input [5:0] funct ;
	input [31:0] RD1, RD2, immed_in, pc;
	input [6:0] total;
	input [31:0] jump_addr;
	output reg [6:0] total_Reg;
	output reg [2:0] WB_Reg;
	output reg [3:0] MEM_Reg;
	output reg [3:0] EX_Reg;
	output reg [4:0] rt_Reg, rd_Reg, extend_SHT_Reg;
	output reg [5:0] funct_Reg ;
	output reg [31:0] RD1_Reg, RD2_Reg, immed_in_Reg, pc_Reg;
	output reg [31:0] jump_addr_Reg;
	always@( posedge clk )
	begin
		if ( rst )
		begin
			pc_Reg <= 0;
			WB_Reg <= 0; 
			MEM_Reg <= 0;
			EX_Reg <= 0;
			RD1_Reg <= 0;
			RD2_Reg <= 0;
			immed_in_Reg <= 0;
			rt_Reg <= 0 ;
			rd_Reg <= 0;
			total_Reg <= 0;
			funct_Reg <= 0;
			extend_SHT_Reg <= 0 ;
		end
		else
		begin
			pc_Reg <= pc;
			WB_Reg <= WB;
			MEM_Reg <= M;
			EX_Reg <= EX;
			RD1_Reg <= RD1;
			RD2_Reg <= RD2;
			immed_in_Reg <= immed_in;
			rt_Reg <= rt;
			rd_Reg <= rd;
			total_Reg <= total;
			jump_addr_Reg <= jump_addr ;
			funct_Reg <= funct ;
			extend_SHT_Reg <= extend_SHT ;
		end
	end
endmodule
```
**run.sh**
```bash
#!/bin/bash
# OpenROAD 26Q1-2900-gdf79404cd8, Yosys 0.63+post, stock flow scripts
make -C /OpenROAD-flow-scripts/flow DESIGN_CONFIG=/design/flow/config.mk WORK_HOME=/design/flow/orfs finish
```
**config.mk**
```make
export PLATFORM = sky130hd
export DESIGN_NAME = ID_EX
export DESIGN_NICKNAME = ID_EX
export VERILOG_FILES = /design/flow/design.v
export SDC_FILE = /design/flow/constraint.sdc
export NUM_CORES = 4
export LEC_CHECK = 1
export CORE_AREA = 10 10 192 192
export DIE_AREA = 0 0 202 202
```
**constraint.sdc**
```tcl
current_design ID_EX

set clk_period 1.0
set clk_io_pct 0.2

create_clock -name clk0 -period $clk_period [get_ports {clk}]

set non_clock_inputs [all_inputs -no_clocks]
set_input_delay [expr $clk_period * $clk_io_pct] -clock clk0 $non_clock_inputs
set_output_delay [expr $clk_period * $clk_io_pct] -clock clk0 [all_outputs]
```
==> results.json <==
{
  "stdcell_area_um2": 9770,
  "ys_sh_adder_pct": 0,
  "ioPinCount": 400,
  "drc_errors": 0,
  "tool_warnings": 28,
  "die_w_um": 202,
  "worst_pin_slew_ps": 243,
  "via_per_inst": 3.23,
  "cts_sinks": 199,
  "netlist_instances": 385,
  "cts_made_buffers": 17,
  "ys_seq_share_pct": 79.0,
  "pwr_density_cell_nw_per_um2": 1760,
  "drive_gt1_share_pct": 34.0,
  "crit_cells": 1,
  "groute.layer.met2.usage_pct": 15.5,
  "worstHoldPathType": "in2reg",
  "rsz0062_at_grt": "true",
  "io_buffers": 399,
  "grt_usage_pct": 9.73,
  "relSlewSlack_pct": 83.8,
  "yosysUniqueCellTypes": 7,
  "status": "finished, violations left",
  "die_h_um": 202,
  "antenna_found_initial": 3,
  "irDropWorstVdd_mv": 1.09,
  "setup_slack_ps": -129,
  "p_leak_nw": 4.18,
  "grt_pass1_wl_um": 29200,
  "yosysWarnings": 1,
  "dp_hpwl_um": 16600,
  "worstPathArrival_ps": 930,
  "dieArea_um2": 40800,
  "grt.busiest_layer": "met2",
  "top_logic_kind": "simple AND/OR/NAND/NOR gates",
  "synthSimpleGateAreaFrac_pct": 19.2,
  "cp_max_fo": 1,
  "drv_cap": 0,
  "synth.area.mux_share_pct": 0,
  "top_area_share_pct": 61.4,
  "maxSlewViolCount": 0,
  "grt_max_degree": 50,
  "ant_nets": 0,
  "post_dp_cell_area_um2": 10100,
  "critPathRequiredTime_ps": 800,
  "slowest_stage": "edfxtp_1",
  "met1_usage_pct": 11.5,
  "grt_pass1_vias": 4263,
  "min_path_cells": 3,
  "grt-ovfl-total": 0,
  "clock_tree.root_cell": "clkbuf_16",
  "lay_top_count": "clkdlybuf4s50_1",
  "setup_viol": 199,
  "first_pass_iters": 4,
  "vias": 4063,
  "syn_to_final_growth_pct": 79.4,
  "critPathTopFamily": "flip-flops",
  "ys_cells": 385,
  "post_cts_buffers": 0,
  "yosys.area.top_type": "dfxtp_1",
  "violations": "setup timing",
  "place_ws_ps": -219,
  "clk_path_buf_depth": 2,
  "path_clk_slew_ps": 70,
  "fin_crit_ps": 1130,
  "finalCritPeriodShare_pct": 113,
  "htreeDepth": 4,
  "end_kind": "output pin",
  "fillers": 3360,
  "drtIter0Drc": 77,
  "ys_sh_aoi_pct": 0,
  "area_leaders": "dfxtp_1 61%, nor2b_1 19%, edfxtp_1 18%, buf_2 1.3%, buf_4 0.28%",
  "logic_area_um2": 1040,
  "wl_per_cell_um": 16.2,
  "max_freq_mhz": 886,
  "synth_flops": 199,
  "crit_buf_inv": 1,
  "xor_area_share_pct": 0,
  "coreArea_um2": 32600,
  "seq_area_um2": 4350,
  "lay_top_cells": "199 x clkdlybuf4s50_1, 190 x buf_2, 167 x nor2b_1, 136 x dfxtp_1, 32 x edfxtp_1",
  "initCoreUtil_pct": 16.7,
  "synth-area-yosys_um2": 5450,
  "wl_um": 20400,
  "crit_path_max_incr_delay_ps": 370,
  "gp_congestion": 0.784,
  "cts_tree": "built",
  "fp-row-count": 66,
  "netlist_area_um2": 5450,
  "crit_chain": "buf_2",
  "report.power.total_w": 0.0172,
  "startpoint_type": "flip-flop",
  "synth_area_per_cell_um2": 14.1,
  "final_hold_viol_count": 0,
  "grtUsageMet3_pct": 5.45,
  "crit_type": "reg2out"
}
cell families (layout without fill, tap and decap cells):
family                 count (synthesis)  in the layout
AND/OR/NAND/NOR                      167            167
flip-flops                           199            199
buffers and inverters                 19            448
other                                  0              2
registers in the layout, indices dropped and copies added (netlist names):
signal	cells
rd_Reg	5
funct_Reg	6
MEM_Reg	4
immed_in_Reg	32
RD2_Reg	32
total_Reg	7
WB_Reg	3
EX_Reg	4
extend_SHT_Reg	5
jump_addr_Reg	32
RD1_Reg	32
pc_Reg	32
rt_Reg	5
cell usage after synthesis:
cell type / instances
buf_4: 2
dfxtp_1: 167
nor2b_1: 167
edfxtp_1: 32
clkbuf_1: 2
inv_1: 1
buf_2: 14
power breakdown:
| part | total, W | switching (W) | leakage [nW] | internal [W] |
|---|---|---|---|---|
| logic | 0.00166 | 0.000452 | 2.18 | 0.00121 |
| clock network | 0.00683 | 0.00310 | 0.286 | 0.00373 |
| registers | 0.00870 | 0.0000988 | 1.71 | 0.00861 |
final cells by class:
type	instances	area share [%]
repair buffers	416	33.1
clock inverters	9	0.948
multi-input cells	167	10.7
clock buffers	22	4.97
flip-flops and latches	199	44.5
well taps	442	5.66
diodes	2	0.0512
inverters	1	0.0768
final timing paths:
| check | from | end | slack [ps] |
|---|---|---|---|
| max | jump_addr_Reg[17] | jump_addr_Reg[17] | -130 |
| min | rst | pc_Reg[22] | 200 |
through the flow:
| step | hold slack, ps | instances | util [%] | TNS (ps) |
|---|---|---|---|---|
| after floorplan | 299 | 385 | - | -4340 |
| after global placement | 488 | 1224 | 30.9 | -423 |
| after detailed placement | 487 | 1224 | 30.9 | -432 |
| after CTS | 173 | 1256 | 29.8 | -19060 |
| after global routing | 191 | 1256 | 29.9 | -22420 |
| final | 196 | 1258 | 30.0 | -10610 |
metal layers:
layer	wire, um	up-vias
met2	9550	234
met1	7980	1788
met4	371	2
met3	2490	16
li1	-	2023
met5	13	-
timing repair:
action,CTS,global route
hold buffers,1,0
cloned,0,0
gates resized,676,18
hold endpoints to repair,2,0
endpoints found under the setup margin,199,199
Power and IR drop assume default switching activity.
